File: run.sh
#!/bin/bash
# OpenROAD 26Q1-2900-gdf79404cd8, Yosys 0.63+post, stock flow scripts
make -C /OpenROAD-flow-scripts/flow DESIGN_CONFIG=/design/flow/config.mk WORK_HOME=/design/flow/orfs finish
File: config.mk
export PLATFORM = sky130hd
export DESIGN_NAME = vga_ttop
export DESIGN_NICKNAME = vga_ttop
export VERILOG_FILES = /design/flow/design.v
export SDC_FILE = /design/flow/constraint.sdc
export NUM_CORES = 4
export LEC_CHECK = 1
export CORE_UTILIZATION = 30
File: constraint.sdc
current_design vga_ttop

set clk_period 1.5
set clk_io_pct 0.2

create_clock -name clk0 -period $clk_period [get_ports {sys_clk}]

set non_clock_inputs [all_inputs -no_clocks]
set_input_delay [expr $clk_period * $clk_io_pct] -clock clk0 $non_clock_inputs
set_output_delay [expr $clk_period * $clk_io_pct] -clock clk0 [all_outputs]
File: design.v
`timescale 1ns / 1ps
module pll(
    input wire sys_clk , 
    input wire sys_rst_n , 
    output wire vga_clk 
);
reg clk_25;
always @(posedge sys_clk or negedge sys_rst_n) begin
    if (!sys_rst_n) begin
        clk_25 <= 0;
    end else begin
        clk_25 <= ~clk_25;
    end
end
assign vga_clk = clk_25;
endmodule
`timescale 1ns/1ps
module vga_bar_pic(
    input  wire        vga_clk,
    input  wire        sys_rst_n,
    input  wire [9:0]  pix_x,
    input  wire [9:0]  pix_y,
    output reg  [15:0] pix_data
);
    localparam COLOR_0  = 16'hF800;  
    localparam COLOR_1  = 16'hFC00;  
    localparam COLOR_2  = 16'hFFE0;  
    localparam COLOR_3  = 16'h87E0;  
    localparam COLOR_4  = 16'h07FF;  
    localparam COLOR_5  = 16'h001F;  
    localparam COLOR_6  = 16'h481F;  
    localparam COLOR_7  = 16'hF81F;  
    localparam COLOR_8  = 16'hFFFF;  
    localparam COLOR_9  = 16'h8410;  
    localparam SCREEN_WIDTH  = 10'd640;
    localparam SCREEN_HEIGHT = 10'd480;
    localparam NUM_BARS = 10;                     
    localparam BAR_WIDTH = SCREEN_WIDTH / NUM_BARS;  
    wire [3:0] bar_index;
    assign bar_index = pix_x / BAR_WIDTH;
    always @(posedge vga_clk or negedge sys_rst_n) begin
        if (!sys_rst_n)
            pix_data <= 16'h0000;  
        else begin
            case (bar_index)
                4'd0: pix_data <= COLOR_0;
                4'd1: pix_data <= COLOR_1;
                4'd2: pix_data <= COLOR_2;
                4'd3: pix_data <= COLOR_3;
                4'd4: pix_data <= COLOR_4;
                4'd5: pix_data <= COLOR_5;
                4'd6: pix_data <= COLOR_6;
                4'd7: pix_data <= COLOR_7;
                4'd8: pix_data <= COLOR_8;
                4'd9: pix_data <= COLOR_9;
                default: pix_data <= 16'h0000;  
            endcase
        end
    end
endmodule
`timescale 1ns / 1ps
module vga_ctrl(
    input  wire        vga_clk,     
    input  wire        sys_rst_n,   
    input  wire [15:0] pix_data,    
    output wire [9:0]  pix_x,       
    output wire [9:0]  pix_y,       
    output wire        hsync,       
    output wire        vsync,       
    output wire [15:0] rgb          
);
localparam H_SYNC_PULSE  = 10'd96;   
localparam H_BACK_PORCH  = 10'd40;  
localparam H_LEFT_BORDER = 10'd8;   
localparam H_ACTIVE      = 10'd640;  
localparam H_RIGHT_BORDER= 10'd8;    
localparam H_FRONT_PORCH = 10'd8;   
localparam H_TOTAL_CYCLES= 10'd800;  
localparam V_SYNC_PULSE  = 10'd2;   
localparam V_BACK_PORCH  = 10'd25;   
localparam V_TOP_BORDER  = 10'd8;    
localparam V_ACTIVE      = 10'd480;  
localparam V_BOTTOM_BORDER=10'd8;   
localparam V_FRONT_PORCH = 10'd2;   
localparam V_TOTAL_LINES = 10'd525;  
localparam H_SYNC_END   = H_SYNC_PULSE;
localparam H_BP_END     = H_SYNC_END + H_BACK_PORCH;
localparam H_BORDER_END = H_BP_END + H_LEFT_BORDER;
localparam H_ACTIVE_END = H_BORDER_END + H_ACTIVE;
localparam H_FP_START   = H_ACTIVE_END + H_RIGHT_BORDER;
localparam V_SYNC_END   = V_SYNC_PULSE;
localparam V_BP_END     = V_SYNC_END + V_BACK_PORCH;
localparam V_BORDER_END = V_BP_END + V_TOP_BORDER;
localparam V_ACTIVE_END = V_BORDER_END + V_ACTIVE;
localparam V_FP_START   = V_ACTIVE_END + V_BOTTOM_BORDER;
reg [9:0] h_counter;    
reg [9:0] v_counter;   
wire in_h_active_region;  
wire in_v_active_region;  
wire in_active_display;  
wire data_request_region; 
always @(posedge vga_clk or negedge sys_rst_n) begin
    if (!sys_rst_n) begin
        h_counter <= 10'd0;
    end else begin
        if (h_counter == H_TOTAL_CYCLES - 1'd1) begin
            h_counter <= 10'd0;  
        end else begin
            h_counter <= h_counter + 1'd1;  
        end
    end
end
always @(posedge vga_clk or negedge sys_rst_n) begin
    if (!sys_rst_n) begin
        v_counter <= 10'd0;
    end else begin
        if (h_counter == H_TOTAL_CYCLES - 1'd1) begin
            if (v_counter == V_TOTAL_LINES - 1'd1) begin
                v_counter <= 10'd0;  
            end else begin
                v_counter <= v_counter + 1'd1;  
            end
        end
    end
end
assign hsync = (h_counter < H_SYNC_PULSE) ? 1'b1 : 1'b0;
assign vsync = (v_counter < V_SYNC_PULSE) ? 1'b1 : 1'b0;
assign in_h_active_region = (h_counter >= H_BORDER_END) && 
                           (h_counter < H_ACTIVE_END);
assign in_v_active_region = (v_counter >= V_BORDER_END) && 
                           (v_counter < V_ACTIVE_END);
assign in_active_display = in_h_active_region && in_v_active_region;
assign data_request_region = ((h_counter >= H_BORDER_END - 1'd1) && 
                             (h_counter < H_ACTIVE_END - 1'd1)) &&
                             in_v_active_region;
assign pix_x = data_request_region ? 
              (h_counter - (H_BORDER_END - 1'd1)) : 10'h3FF;
assign pix_y = data_request_region ? 
              (v_counter - V_BORDER_END) : 10'h3FF;
assign rgb = in_active_display ? pix_data : 16'h0000;
endmodule
`timescale 1ns/1ps
module vga_end_pic(
    input  wire        vga_clk,
    input  wire        sys_rst_n,
    input  wire [9:0]  pix_x,
    input  wire [9:0]  pix_y,
    output reg  [15:0] pix_data
);
    localparam BLACK  = 16'h0000;
    localparam WHITE  = 16'hFFFF;
    localparam LETTER_H = 10'd80;     
    localparam LETTER_W = 10'd48;     
    localparam GAP      = 10'd12;     
    localparam STROKE   = 10'd10;     
    localparam TOTAL_WIDTH  = 3*LETTER_W + 2*GAP;   
    localparam X_START      = 10'd320 - (TOTAL_WIDTH/2);   
    localparam Y_START      = 10'd240 - (LETTER_H/2);      
    wire in_e_box = (pix_x >= X_START) && (pix_x < X_START + LETTER_W) &&
                    (pix_y >= Y_START) && (pix_y < Y_START + LETTER_H);
    wire in_n_box = (pix_x >= X_START + LETTER_W + GAP) && 
                    (pix_x < X_START + 2*LETTER_W + GAP) &&
                    (pix_y >= Y_START) && (pix_y < Y_START + LETTER_H);
    wire in_d_box = (pix_x >= X_START + 2*(LETTER_W + GAP)) && 
                    (pix_x < X_START + 3*LETTER_W + 2*GAP) &&
                    (pix_y >= Y_START) && (pix_y < Y_START + LETTER_H);
    wire draw_e = in_e_box && (
        (pix_x < X_START + STROKE) ||
        (pix_y < Y_START + STROKE) ||
        (pix_y > Y_START + LETTER_H - STROKE) ||
        (pix_y > Y_START + LETTER_H/2 - STROKE/2 && pix_y < Y_START + LETTER_H/2 + STROKE/2)
    );
    wire [9:0] n_x_base = X_START + LETTER_W + GAP;
    wire [9:0] n_x_off = pix_x - n_x_base;
    wire [9:0] n_y_off = pix_y - Y_START;
    wire n_diag = (n_y_off >= (LETTER_H * n_x_off) / LETTER_W - (STROKE/2)) &&
                  (n_y_off <= (LETTER_H * n_x_off) / LETTER_W + (STROKE/2));
    wire draw_n = in_n_box && (
        (pix_x < n_x_base + STROKE) ||
        (pix_x > n_x_base + LETTER_W - STROKE) ||
        n_diag
    );
    wire [9:0] d_x_base = X_START + 2*(LETTER_W + GAP);
    wire d_left  = (pix_x >= d_x_base) && (pix_x < d_x_base + STROKE);
    wire d_top   = (pix_y >= Y_START) && (pix_y < Y_START + STROKE) && 
                   (pix_x >= d_x_base) && (pix_x < d_x_base + STROKE);
    wire d_bottom= (pix_y >= Y_START + LETTER_H - STROKE) && (pix_y < Y_START + LETTER_H) && 
                   (pix_x >= d_x_base) && (pix_x < d_x_base + STROKE);
    wire [9:0] d_arc_cx = d_x_base + STROKE;
    wire [9:0] d_arc_cy = Y_START + LETTER_H/2;
    wire [9:0] d_arc_r = LETTER_H/2;   
    wire [19:0] dx_sq = (pix_x - d_arc_cx) * (pix_x - d_arc_cx);
    wire [19:0] dy_sq = (pix_y - d_arc_cy) * (pix_y - d_arc_cy);
    wire d_right_arc = (dx_sq + dy_sq <= d_arc_r * d_arc_r) && 
                       (dx_sq + dy_sq >= (d_arc_r - STROKE) * (d_arc_r - STROKE));
    wire draw_d = in_d_box && (d_left || d_top || d_bottom || d_right_arc);
    always @(posedge vga_clk or negedge sys_rst_n) begin
        if (!sys_rst_n)
            pix_data <= BLACK;
        else
            pix_data <= (draw_e || draw_n || draw_d) ? WHITE : BLACK;
    end
endmodule
`timescale 1ns / 1ps
module vga_must_pic(
    input  wire        vga_clk,
    input  wire        sys_rst_n,
    input  wire [9:0]  pix_x,
    input  wire [9:0]  pix_y,
    output reg  [15:0] pix_data
);
    localparam BLACK  = 16'h0000;
    localparam WHITE  = 16'hFFFF;
    localparam X_START  = 10'd120;  
    localparam Y_START  = 10'd190;
    localparam LETTER_H = 10'd90;   
    localparam LETTER_W = 10'd90;   
    localparam GAP      = 10'd25;   
    localparam STROKE   = 10'd15;      
    localparam MID_STROKE = 10'd22;
    wire in_m_box = (pix_x >= X_START) &&
                    (pix_x <  X_START + LETTER_W) &&
                    (pix_y >= Y_START) &&
                    (pix_y <  Y_START + LETTER_H);
    wire [9:0] m_x_off = pix_x - X_START;
    wire [9:0] m_y_off = pix_y - Y_START;
    wire m_left_bar   = (m_x_off < STROKE + 2); 
    wire m_right_bar  = (m_x_off >= LETTER_W - STROKE - 2); 
    wire m_slope1     = (m_x_off >= STROKE - 2) && (m_x_off < LETTER_W/2) && 
                        (m_y_off >= (LETTER_H * (m_x_off - (STROKE - 2))) / (LETTER_W/2 - (STROKE - 2)) - STROKE/2) &&
                        (m_y_off <= (LETTER_H * (m_x_off - (STROKE - 2))) / (LETTER_W/2 - (STROKE - 2)) + STROKE/2) &&
                        (m_y_off >= 0);
    wire m_slope2     = (m_x_off >= LETTER_W/2) && (m_x_off < LETTER_W - STROKE + 2) && 
                        (m_y_off >= LETTER_H - (LETTER_H * (m_x_off - LETTER_W/2)) / (LETTER_W/2 - (STROKE - 2)) - STROKE/2) &&
                        (m_y_off <= LETTER_H - (LETTER_H * (m_x_off - LETTER_W/2)) / (LETTER_W/2 - (STROKE - 2)) + STROKE/2) &&
                        (m_y_off >= 0);
    wire draw_m = in_m_box && (m_left_bar || m_right_bar || m_slope1 || m_slope2);
    localparam U_X_START = X_START + LETTER_W + GAP;
    wire in_u_box = (pix_x >= U_X_START) &&
                    (pix_x < U_X_START + LETTER_W) &&
                    (pix_y >= Y_START) &&
                    (pix_y < Y_START + LETTER_H);
    wire [9:0] u_x_off = pix_x - U_X_START;
    wire [9:0] u_y_off = pix_y - Y_START;
    wire u_left_bar   = (u_x_off < STROKE);                            
    wire u_right_bar  = (u_x_off >= LETTER_W - STROKE);               
    wire u_bottom_bar = (u_y_off >= LETTER_H - STROKE) &&              
                        (u_x_off >= 0) && (u_x_off < LETTER_W);
    wire draw_u = in_u_box && (u_left_bar || u_right_bar || u_bottom_bar);
    localparam S_X_START = U_X_START + LETTER_W + GAP;
    wire in_s_box = (pix_x >= S_X_START) &&
                    (pix_x < S_X_START + LETTER_W) &&
                    (pix_y >= Y_START) &&
                    (pix_y < Y_START + LETTER_H);
    wire [9:0] s_x_off = pix_x - S_X_START;
    wire [9:0] s_y_off = pix_y - Y_START;
    wire s_top_bar = (s_y_off < STROKE) && 
                     (s_x_off >= STROKE);
    wire s_mid_bar = (s_y_off >= LETTER_H/2 - STROKE/2) &&
                     (s_y_off <= LETTER_H/2 + STROKE/2) &&
                     (s_x_off >= (s_y_off < LETTER_H/2 ? 0 : STROKE)) &&
                     (s_x_off <= (s_y_off < LETTER_H/2 ? LETTER_W - STROKE : LETTER_W));
    wire s_bottom_bar = (s_y_off > LETTER_H - STROKE) &&
                        (s_x_off <= LETTER_W - STROKE);
    wire s_left_top = (s_x_off < STROKE) &&
                      (s_y_off >= STROKE) &&
                      (s_y_off < LETTER_H/2);
    wire s_right_bottom = (s_x_off > LETTER_W - STROKE) &&
                          (s_y_off > LETTER_H/2) &&
                          (s_y_off <= LETTER_H - STROKE);
    wire draw_s = in_s_box && (s_top_bar || s_mid_bar || s_bottom_bar || s_left_top || s_right_bottom);
    localparam T_X_START = S_X_START + LETTER_W + GAP;
    wire in_t_box = (pix_x >= T_X_START) &&
                    (pix_x < T_X_START + LETTER_W) &&
                    (pix_y >= Y_START) &&
                    (pix_y < Y_START + LETTER_H);
    wire [9:0] t_x_off = pix_x - T_X_START;
    wire [9:0] t_y_off = pix_y - Y_START;
    wire t_horizontal = (t_y_off < STROKE) &&                        
                        (t_x_off >= 0) && (t_x_off < LETTER_W);
    wire t_vertical   = (t_x_off >= LETTER_W/2 - STROKE/2) &&       
                        (t_x_off <= LETTER_W/2 + STROKE/2) &&
                        (t_y_off >= STROKE);
    wire draw_t = in_t_box && (t_horizontal || t_vertical);
    always @(posedge vga_clk or negedge sys_rst_n) begin
        if (!sys_rst_n)
            pix_data <= BLACK;
        else
            pix_data <= (draw_m || draw_u || draw_s || draw_t) ? WHITE : BLACK;
    end
endmodule
`timescale 1ns/1ps
module vga_ttop(
    input  wire        sys_clk, 
    input  wire        sys_rst_n, 
    input  wire        btn_next, 
    output wire        hsync, 
    output wire        vsync, 
    output wire [15:0] rgb       
);
    wire        vga_clk;        
    wire [9:0]  pix_x;       
    wire [9:0]  pix_y;     
    wire [15:0] pix_data;      
    wire [15:0] bar_data;
    wire [15:0] must_data;
    wire [15:0] end_data;
    parameter S_BAR = 2'b00;
    parameter S_MUST      = 2'b01;
    parameter S_END       = 2'b10;
    reg [1:0] current_state;
    reg [1:0] next_state;
    reg [19:0] debounce_cnt;
    reg        key_reg0, key_reg1, key_reg2;
    wire       key_posedge;
    always @(posedge sys_clk or negedge sys_rst_n) begin
        if (!sys_rst_n) begin
            key_reg0 <= 1'b1;
            key_reg1 <= 1'b1;
            key_reg2 <= 1'b1;
        end else begin
            key_reg0 <= btn_next;
            key_reg1 <= key_reg0;
            key_reg2 <= key_reg1;
        end
    end
assign key_posedge = (key_reg1 == 1'b0) && (key_reg2 == 1'b1); 
    always @(posedge sys_clk or negedge sys_rst_n) begin
        if (!sys_rst_n)
            current_state <= S_BAR;
        else
            current_state <= next_state;
    end
    always @(*) begin
        case (current_state)
            S_BAR: next_state = key_posedge ? S_MUST : S_BAR;
            S_MUST:      next_state = key_posedge ? S_END  : S_MUST;
            S_END:       next_state = key_posedge ? S_BAR : S_END;
            default:     next_state = S_BAR;
        endcase
    end
    pll pll_inst (
        .sys_clk  (sys_clk),
        .sys_rst_n(sys_rst_n),
        .vga_clk  (vga_clk)
    );
    vga_bar_pic vga_bar_pic_inst (
        .vga_clk  (vga_clk),
        .sys_rst_n(sys_rst_n),
        .pix_x    (pix_x),
	     .pix_y    (pix_y),
        .pix_data (bar_data)
    );
    vga_must_pic vga_must_pic_inst (
        .vga_clk  (vga_clk),
        .sys_rst_n(sys_rst_n),
        .pix_x    (pix_x),
        .pix_y    (pix_y),
        .pix_data (must_data)
    );
    vga_end_pic vga_end_pic_inst (
        .vga_clk  (vga_clk),
        .sys_rst_n(sys_rst_n),
        .pix_x    (pix_x),
        .pix_y    (pix_y),
        .pix_data (end_data)
    );
    vga_ctrl vga_ctrl_inst (
        .vga_clk  (vga_clk),
        .sys_rst_n(sys_rst_n),
        .pix_data (pix_data),
        .pix_x    (pix_x),
        .pix_y    (pix_y),
        .hsync    (hsync),
        .vsync    (vsync),
        .rgb      (rgb)
    );
    assign pix_data = (current_state == S_BAR) ? bar_data :
                      (current_state == S_MUST)      ? must_data  :
                      (current_state == S_END)       ? end_data   :
                                                       16'h0000;
endmodule
==> run summary <==
CTS Buf Count -> 3
Antenna violations before repair -> 0
Root buffer cell -> clkbuf_16
Int Power -> 558 µW
Endpoints left unconstrained -> 31
DR DRC count -> 0
Synth Register Bits -> 36
Top cell area share -> 27.4%
FP Rows -> 96
Largest net degree at the start of global routing -> 33
Finished Core Util -> 32.6%
Largest area contributor in the netlist -> fa_1
Sw Pwr -> 117 µW
Top cells by count, synth -> inv_1, ha_1, fa_1
Clock Power Share -> 66.3%
Count leader, synth -> inv_1
DR vias/cell -> 5.02
Placer congestion estimate -> 0.967
Fill count -> 7166
CP Cell Sequence -> a21oi_2 -> o21ai_2 -> nand3_4 -> buf_6 -> a21oi_4 -> buf_6 -> buf_2
Synthesis area per yosys -> 21100 µm²
Switching fraction of total power -> 17.4%
Worst vdd ir -> 557 µV
Max-slew violation count -> 0
Hold Path Class -> flip-flop to flip-flop
Insertion delay at the late pin of the worst-skew pair -> 230 ps
FP Util -> 30.6%
Max FO, Critical Path -> 5
First-pass GRT wire length -> 89.5 mm
MI comb area -> 18200 µm²
Setup Viol. Count Final -> 16
Seq pwr share -> 29.3%
Detailed Route WL -> 54.5 mm
Final Worst Setup Slack -> -287 ps
First-pass DRT Iterations -> 5
Die width -> 267 µm
Grt ovf -> 0
Number of diodes -> 0
Final hold violation count -> 0
Combinational Power Share -> 4.3%
Critical Path Most Common Cell -> buf_6
HPWL after detailed placement -> 46.3 mm
Tool warning count -> 68
IO buf count -> 20
CP arrival -> 1490 ps
1st-iter DRT viols -> 1196
Cell Type Count -> 101
Slew Limit Headroom -> 30.2%
Cell Area, Synth -> 21100 µm²
Worst Tran Pin Value -> 1040 ps
Failing checks -> negative setup slack
Layout area overhead -> 6.47%
Overall die height -> 267 µm
Register Area -> 906 µm²
Clk_skew -> 0.721 ps
CTS clk-pin slew, worst paths -> 30 ps
Num ports -> 21
Layout cells sized above 1 -> 4.73%
CP required -> 1200 ps
Nature of the critical path endpoint -> output port
Synth area leaders -> fa_1, ha_1, inv_1
Yosys cell count -> 2544
GRT Util Overall -> 16.1%
Vias in the first global route -> 16600
Status -> finished with violations
Leakage -> 10.7 nW
Crit share post-route -> 119%
Final ANT Viol Nets -> 0
Synth Flop Type -> dfrtp_1
Slowest stage cell, crit path -> dfstp_2
Synth Instances -> 2544
Core area -> 69100 µm²
Fin crit period -> 1790 ps
Ys Warns -> 6
Register pins left without a clock -> 29
Via count -> 17300
Max Clk Rate -> 560 MHz
Worst hold margin -> 354 ps
Pwr/cell area -> 30.0 nW/µm²
DR WL/cell -> 15.8 µm
Register area share after synthesis -> 4.29%
Startpoint Class -> flip-flop
Crit Path Class -> flip-flop to output port
Die Size -> 71500 µm²
H-tree depth -> 1
RSZ-0062 raised after global routing -> true
CTS tree -> yes
Number of enable flip-flop cells -> 0
MaxCap Viol Count -> 0
Post-synth ARST share -> 100%
Avg Synthesized Cell Area -> 8.30 µm²
Max incr delay on CP -> 530 ps
Clk buf depth -> 2
==> through the flow <==
stage	setup TNS [ps]	std cells	total power [mW]	worst slack, ps	instance area (µm²)
after floorplan	-36.3	2544	0.203	-9.06	21100
after global placement	-5040	3438	0.229	-345	22300
after detailed placement	-5330	3438	0.229	-370	22300
after CTS	-4920	3449	0.685	-360	22500
after global routing	-4390	3449	0.696	-346	22500
final	-3430	3449	0.675	-287	22500
==> timing repair <==
action	4_1_cts	5_1_grt
setup buffers	6	0
endpoints found under the setup margin	16	16
pin swaps	1	1
hold buffers	1	0
resized	45	17
endpoints found under the hold margin	3	0
gates cloned	0	0
==> per-layer routing <==
layer	global-route usage (%)	wire length, µm
met5	0	0
met4	1.27	564
met3	3.10	3700
met2	24.2	24300
met1	25.4	25800
==> sequential cells by signal (all words and copies together) (netlist names), named ones only <==
name / flops
vga_end_pic_inst.pix_data: 1
vga_ctrl_inst.v_counter: 10
vga_bar_pic_inst.pix_data: 7
key_reg0: 1
vga_ctrl_inst.h_counter: 10
pll_inst.clk_25: 1
key_reg2: 1
vga_must_pic_inst.pix_data: 1
key_reg1: 1
==> final timing paths <==
kind	from	endpoint	slack (ps)	depth (start not counted)
worst max-delay path	flip-flop	rgb[6]	-290	7
min in group asynchronous	sys_rst_n	async pin	430	2
max in group asynchronous	sys_rst_n	key_reg1$_DFF_PN1_	840	2
worst min-delay path	key_reg0$_DFF_PN1_	key_reg1$_DFF_PN1_	350	0
worst min register to register	key_reg0$_DFF_PN1_	key_reg1$_DFF_PN1_	350	0
worst max register to register	key_reg2$_DFF_PN1_	flip-flop	240	2
==> layout make-up <==
class / count / area share, %
multi-input combinational: 1979 / 81.1
sequential: 36 / 4.03
timing repair buffer: 60 / 1.96
clock buffer: 4 / 0.351
tap: 931 / 5.18
inverter: 439 / 7.35
==> power groups by stage <==
stage | Sequential [mW] | Clock, mW | Combinational (mW)
6_report | 0.198 | 0.448 | 0.0293
5_1_grt | 0.199 | 0.463 | 0.0345
4_1_cts | 0.198 | 0.456 | 0.0310
==> cell families after synthesis <==
logic type / synth area share [%]
muxes: 0.871
DFF: 4.29
AOI/OAI and AO/OA: 16.7
and+or+nand+nor: 14.9
adders and majority gates: 44.9
buffers and inverters: 9.76
xor gates and xnor gates: 8.61
==> worst max-delay path: cells and delay by family (launching register included) <==
| family | cells | cell delay [ps] |
|---|---|---|
| AND-OR/OR-AND | 3 | 240 |
| flip-flops | 1 | 530 |
| AND/OR/NAND/NOR | 1 | 130 |
| buffers and inverters | 3 | 350 |
==> placed cells by master, fill, tap and decap left out, types with 17 or more instances in the layout <==
master / instances
a21o_1: 31
a21oi_1: 131
a31oi_1: 21
and2_1: 21
and3_1: 28
buf_4: 34
dfrtp_1: 32
fa_1: 289
ha_1: 295
inv_1: 432
nand2_1: 201
nand2b_1: 18
nand3_1: 46
nand4_1: 23
nor2_1: 170
nor2b_1: 28
nor3_1: 50
o211ai_1: 17
o21a_1: 22
o21ai_0: 92
o21bai_1: 25
xnor2_1: 153
xor2_1: 52
Power and IR drop assume default switching activity.
